### /design/flow/design.v
module complement2(input [7:0] a, output reg ovf, output reg [7:0] s);
	reg x, z;
	always@(*) begin
		{x, s[6:0]} = ~a[6:0] +  7'b1;
		{z,s[7]} = a[7] + x;
		ovf = x ^ z;
	end	
endmodule
### /design/flow/run.sh
#!/bin/bash
# OpenROAD 26Q1-2900-gdf79404cd8, Yosys 0.63+post, stock flow scripts
make -C /OpenROAD-flow-scripts/flow DESIGN_CONFIG=/design/flow/config.mk WORK_HOME=/design/flow/orfs finish
### /design/flow/config.mk
export PLATFORM = sky130hd
export DESIGN_NAME = complement2
export DESIGN_NICKNAME = complement2
export VERILOG_FILES = /design/flow/design.v
export SDC_FILE = /design/flow/constraint.sdc
export NUM_CORES = 4
export LEC_CHECK = 1
export CORE_AREA = 10 10 70 70
export DIE_AREA = 0 0 80 80
### /design/flow/constraint.sdc
current_design complement2

set clk_period 2.1
set clk_io_pct 0.2

create_clock -name clk0 -period $clk_period

set non_clock_inputs [all_inputs -no_clocks]
set_input_delay [expr $clk_period * $clk_io_pct] -clock clk0 $non_clock_inputs
set_output_delay [expr $clk_period * $clk_io_pct] -clock clk0 [all_outputs]
==> results.txt <==
flow finished, numbers: Setup WS post-layout -0.194 ns, Mux cell area share 0%, Yosys Warn Count 1, crit path kind in2out, most frequent cell after synthesis inv_1, failing checks setup timing, yosys aoi share 0%, Pleak about 0.18 nW, antenna diode count 0, logic area ~150 µm², Max Cap Viol 0, crit path DAT about 1.9 ns, core area 3420 µm², setup bufs post-CTS 0, Synth Seq Share 0%, pwr dens roughly 160 nW/µm², port bufs 17, CP Max Fanout 2, min cycle time layout 2.29 ns, layout cells sized above 1 between 40% and 50%, Mapped Area 131 µm², top cells by area xnor2_1, ha_1, xor2_1, inv_1, or4_1, Fillers between 300 and 400, DP HPWL 586 µm, Synth Area per Inst about 6.6 µm², routability cong. roughly 0.74, Worst setup EP type output port, crit path from a[2], Flop area 0 µm², Peak Freq about 440 MHz, # DRC 0, FA/HA/MAJ Cells, Area Fraction 19.0%, cycle use final 109%, grt total ovfl 0, YS chip area 131 µm², io pins 17, DRT Wirelength approximately 650 µm, Unique cell types 10, Seq cells 0, Main logic family XOR/XNOR gates, area delta synth->final 224%, # clk buffers 0, final setup vio count 3, first-pass GRT wire length 938 µm, routed vias roughly 210, Die Y-Extent 80 µm, top cell type by total area after synthesis xnor2_1, Max transition margin about nine tenths, chip area roughly 6400 µm², GRT Total Usage about 1.8%, OpenROAD warning count 34, initial antenna violation count 0, Req. time, crit path approximately 1.7 ns, wire length per cell 7.48 µm, Synth Area in XOR/XNOR 33.3%, die width roughly 80 µm, RSZ-0062 raised after global routing yes, status complete, but fails checks, Peak VDD IR 0.0000233 V, top cells by count inv_1, nor2_1, xnor2_1, Hold WS between 1 and 1.5 ns, DR pass1 iterations 2, Max Slew Vio Count 0, worst-margin pin slew 0.180 ns, Final Hold Fails 0, Initial Util between 3 and 4%, largest net degree at the start of global routing 5, row count 21, and+or+nand+nor area frac a little under a third, number of global-route vias before repair 209, top area contributor share about a fifth, Gate Count Post-Synth 20, Placement Setup Slack -0.928 ns, min-delay worst type in2out, drt via density 2.39, Post-DRT Antenna Nets 0, drt first-iter violations 1, yosys stat cell total 20, Worst setup endpoint s[7], critical path launch point type primary input
-- worst min path at each step --
| stage | startpoint | to | cells past startpoint |
|---|---|---|---|
| after global routing | a[4] | s[4] | 3 |
| after CTS | a[2] | ovf | 5 |
| final | a[4] | s[4] | 3 |
-- repair_timing --
action                                  in CTS  in global routing
hold buffers                                 0                  0
endpoints found under the setup margin       8                  6
pin swaps                                    4                  3
gates resized                               30                  6
cloned                                       0                  0
-- stage by stage --
step	area, µm²	total power [mW]	setup TNS [ns]	std cells	util, %
floorplan	131	0.0111	0	20	-
global placement	389	0.0643	-3.35	87	11.4
detailed placement	389	0.0643	-3.44	87	11.4
CTS	399	0.0641	-0.491	87	11.7
global route	425	0.0751	-0.448	87	12.5
finish	425	0.0663	-0.356	87	12.5
-- layer usage --
metal  vias up  track usage, %  wire, µm
met4         0               0         0
li1        106               -         -
met2        14            2.65       228
met1        88            2.24       282
met5         -               0         0
met3         0            1.25       140
-- cells in the final DEF (no fill, tap or decap), drive strengths merged --
master / synthesis / final
clkdlybuf4s15: 0 / 1
or4: 2 / 2
inv: 4 / 4
nand3: 1 / 1
dlygate4sd2: 0 / 1
dlymetal6s2s: 0 / 2
ha: 2 / 2
xor2: 2 / 2
nand2: 1 / 1
xnor2: 3 / 3
nor3: 1 / 1
nor2: 3 / 3
clkdlybuf4s50: 0 / 8
buf: 1 / 10
-- cells by family after synthesis --
family                     after synthesis
and+or+nand+nor                          8
adders and majority gates                2
xor gates and xnor gates                 5
buffers and inverters                    5
-- critical path: stages --
cell,delay [ns]
buf_6,0.09
or4_4,0.52
or4_4,0.44
ha_4,0.28
inv_2,0.02
buf_2,0.10
-- power breakdown --
group | internal, mW | switching [mW]
sequential | 0 | 0
clock | 0 | 0
combinational | 0.0466 | 0.0196
-- layout make-up --
type | instances | share of cell area, %
Multi-Input combinational cell | 15 | 34.4
Timing Repair Buffer | 22 | 48.5
Tap cell | 46 | 13.5
Inverter | 4 | 3.53
Power and IR drop assume default switching activity.
