==> design/flow/config.mk <==
export PLATFORM = sky130hd
export DESIGN_NAME = single_port_ram
export DESIGN_NICKNAME = single_port_ram
export VERILOG_FILES = /design/flow/design.v
export SDC_FILE = /design/flow/constraint.sdc
export NUM_CORES = 4
export LEC_CHECK = 1
export CORE_UTILIZATION = 30
==> design/flow/constraint.sdc <==
current_design single_port_ram

set clk_period 9.9
set clk_io_pct 0.2

create_clock -name clk0 -period $clk_period [get_ports {clk}]

set non_clock_inputs [all_inputs -no_clocks]
set_input_delay [expr $clk_period * $clk_io_pct] -clock clk0 $non_clock_inputs
set_output_delay [expr $clk_period * $clk_io_pct] -clock clk0 [all_outputs]
==> design/flow/design.v <==
module single_port_ram 
(
	input [7:0] data,
	input [4:0] addr,
	input we, clk,
	output [7:0] q
);
	reg [7:0] ram[31:0];
	reg [4:0] addr_reg;
	always @ (posedge clk)
	begin
		if (we)
			ram[addr] <= data;
		addr_reg <= addr;
	end
	assign q = ram[addr_reg];
endmodule
==> design/flow/run.sh <==
#!/bin/bash
# OpenROAD 26Q1-2900-gdf79404cd8, Yosys 0.63+post, stock flow scripts
make -C /OpenROAD-flow-scripts/flow DESIGN_CONFIG=/design/flow/config.mk WORK_HOME=/design/flow/orfs finish
==> results.env <==
STATUS='completed'
DIE_HEIGHT_UM=185
SLOWEST_STAGE='sky130_fd_sc_hd__dfxtp_4'
MUX_AREA_SHARE_PCT=18.9
ROUTE.DETAILED.WL_PER_INST_UM=22.9
FIRST_PASS_GRT_WIRE_LENGTH_UM=31400
ROUTED_VIA_DENSITY=4.82
TOP_CELLS_BY_AREA='sky130_fd_sc_hd__edfxtp_1 77%, sky130_fd_sc_hd__mux4_2 18%, sky130_fd_sc_hd__nor2_1 1.2%, sky130_fd_sc_hd__dfxtp_1 1.0%, sky130_fd_sc_hd__mux2_2 0.90%'
YS_SEQ_SHARE_PCT=77.9
HTREE_LEVELS=1
CTS.HOLD.BUFFERS_ADDED=0
NETLIST-CELL-TYPE-COUNT=15
HOLD_VIOLATIONS=0
AREA.SEQUENTIAL_MM2=0.00779
POST_SYNTH_AO_OA_AREA_FRACTION_PCT=0
TRITONCTS_NUM_SINKS=261
CPMOSTUSEDCELL='sky130_fd_sc_hd__mux4_2'
ANTENNA_FOUND_INITIAL=0
CRIT_CHAIN='buf_4 -> mux4_2 -> mux4_2 -> mux2_2 -> clkdlybuf4s50_1'
CLK_TRANSITION_REPORTED_PATHS_PS=60
FLOORPLAN.DIE_AREA_MM2=0.0340
XOR_SHARE_PCT=0
SYNTH_AREA_MM2=0.00999
SETUP_VIOLATIONS=0
CORE_MM2=0.0326
TIMING_WORST_SETUP_PATH_TYPE='reg -> out'
RELSLEWSLACK_PCT=31.4
MAX_FREQ_MHz=171
FINALHOLDWORSTSLACK_PS=2010
GRT_USE_TOTAL_PCT=14.0
FINAL.SETUP.TNS_PS=0
DP_HPWL_UM=13100
FILLER_CELL_COUNT=2898
VIAS_IN_THE_FIRST_GLOBAL_ROUTE=4884
YS_TOP_CELLS_BY_COUNT='256 x sky130_fd_sc_hd__edfxtp_1, 80 x sky130_fd_sc_hd__mux4_2, 33 x sky130_fd_sc_hd__nor2_1'
FIRST_ITER_VIOLATIONS=275
FLOORPLAN.INITIALDENSITY_PCT=30.6
CRITICAL_PATH.N_BUFFERS_INVERTERS=2
YS_CELLS=414
TIMING.CRITICAL_PATH.ARRIVAL_PS=3860
GR-TOTAL-OVERFLOW=0
GRT_SETUP_UNREPAIRED='no'
POST-LAYOUT-TOTAL-POWER_mW=2.24
CELL_ACCOUNTING_FOR_THE_MOST_SYNTHESIZED_AREA='sky130_fd_sc_hd__edfxtp_1'
SYNTH.YOSYS.CHIP_AREA_MM2=0.00999
MAX-CAP-VIOLATIONS=0
SITE_ROWS=66
BIGGESTREGSBYFLOPS='ram x256'
FF_TYPE='sky130_fd_sc_hd__edfxtp_1'
WORST-ENDPOINT-REQUIRED_PS=7920
SYNTHESIS.INSTANCES=414
PROPORTION_OF_POWER_DRAWN_BY_COMBINATIONAL_GATES_PCT=5.2
FIN_AREA_MM2=0.0115
VIAS=4405
FINAL_CORE_UTILIZATION_PCT=35.4
P_INT_mW=1.80
TIGHTEST_SLEW_PS=1020
IR_WORST_VDD_mV=0.111
FINALCRITPERIODSHARE_PCT=59.0
CLOCKPOWERSHARE_PCT=39.6
DPL_CELL_AREA_MM2=0.0108
MI_LOGIC_AREA_MM2=0.00210
DETAILEDROUTE.FIRSTPASSITERATIONCOUNT=4
YS_FF=261
SYNTH.TOP_CELL.AREA_SHARE_PCT=76.9
POST_SYNTH_MAIN_LOGIC_FAMILY='multiplexers'
TOP_REGISTER='ram'
CTS-RESIZED-GATES=0
POST-SYNTH-TOP-COUNT-CELL='sky130_fd_sc_hd__edfxtp_1'
ADDER_SHARE_PCT=0
DRIVE_GT1_SHARE_PCT=29.7
SYN_AREA_PER_CELL_UM2=24.1
P_SW_mW=0.439
TIMING.FINAL.CRIT_PERIOD_PS=5840
DRC_ERRORS=0
CTS.ROOT.BUFFER_CELL='sky130_fd_sc_hd__clkbuf_16'
PLACE_WS_PS=4530
CRIT_PATH_START_KIND='flop'
SW_FRAC_OF_TOTAL_PCT=19.6
WORSTPATHMAXFANOUT=33
SYNTH-EDFF-COUNT=256
SLEW_VIOLATIONS=0
SETUP.WORST_PATH.END_CLASS='primary output'
POWER.DENSITY_CELL_AREA_mW_PER_MM2=194
INSTANCES_NO_FILL=914
LARGEST_REGISTER_FFS=256
YOSYSWARNINGCOUNT=1
POST_CTS_BUFFERS=0
POWER_LEAKAGE_nW=3.47
DRT_WL_TOTAL_UM=20900
NUMBER_OF_CELLS_IN_THE_DESIGN_AFTER_PLACEMENT=874
BUFFER_PORTS.INSERTED=22
POWER.SEQUENTIAL.FRACTION_PCT=55.2
IO_PINS=23
TIMING.CRITICAL_PATH.MAX_DELAY_FAMILY='multiplexers'
FINAL_CRITICAL_PATH_SETUP_SLACK_PS=4060
ANT_NETS=0
CLK_PATH_BUF_DEPTH=3
SYN_TO_FINAL_GROWTH_PCT=15.5
GRT_MAX_DEGREE=49
AND_OR_NAND_NOR_AREA_SHARE_PCT=2.08
CTS_TREE='done'
HOLDCRITPATHCLASS='in -> reg'
CTS_INSERTED_BUFFERS=26
PLACER_S_FINAL_ROUTABILITY_CONGESTION_ESTIMATE=0.803
COUNT_OF_TOOL_WARNINGS=25
DELAY_OF_THE_SLOWEST_CELL_ON_THE_WORST_PATH_PS=790
SYNTHARSTFLOPSHARE_PCT=0
ANTENNA-DIODE-COUNT=0
DIE_WIDTH_UM=185
## power by group through the flow
stage / registers [mW] / clock network (mW) / logic, mW
6_report: 1.24 / 0.887 / 0.116
5_1_grt: 1.24 / 0.942 / 0.126
4_1_cts: 1.24 / 0.904 / 0.119
## final cells by class
| class | count | area share, % |
|---|---|---|
| Sequential cell | 261 | 67.5 |
| Multi-Input combinational cell | 133 | 18.2 |
| Clock buffer | 34 | 6.08 |
| Tap cell | 442 | 4.79 |
| Timing Repair Buffer | 38 | 2.95 |
| Clock inverter | 6 | 0.477 |
## cell families (layout without fill, tap and decap cells)
| family | count (synthesis) | in the layout |
|---|---|---|
| buffers and inverters | 20 | 78 |
| DFF | 261 | 261 |
| muxes | 88 | 88 |
| and+or+nand+nor | 45 | 45 |
## final timing paths
| path | cells after the start | to | slack [ps] | startpoint |
|---|---|---|---|---|
| worst min-delay path | 1 | flop | 2010 | addr[1] |
| worst max-delay path | 5 | q[2] | 4060 | flop |
## cells in the final DEF (no fill, tap or decap), drive strengths merged
master / synthesis / final
mux4: 80 / 80
edfxtp: 256 / 256
or3b: 3 / 3
buf: 14 / 16
clkinv: 0 / 4
bufinv: 0 / 1
dfxtp: 5 / 5
clkbuf: 6 / 34
clkinvlp: 0 / 1
nor2: 33 / 33
clkdlybuf4s50: 0 / 22
mux2: 8 / 8
nand3b: 5 / 5
nand3: 2 / 2
or3: 1 / 1
nand2: 1 / 1
## routing by layer
| layer | global-route usage, % | vias up | routed length, um |
|---|---|---|---|
| met5 | 3.41 | - | 135 |
| met4 | 2.43 | 4 | 462 |
| met3 | 9.45 | 37 | 3020 |
| met2 | 21.3 | 260 | 9870 |
| met1 | 16.8 | 2247 | 7460 |
| li1 | - | 1857 | - |
No activity file was given, so power comes from the tool's default toggle rates.
